--- ./design.v ---
module rs_enc_ser#(
    parameter N = 7,
    parameter K = 3
)(
    input wire         clk,
    input wire         reset,
    input wire         data_in,
    input wire         clk_data_in,
    output wire[N-1:0] data_out,
    output wire        clk_data_out
);
reg [K-1:0] msg_in;
reg [K-1:0] msg_in_temp;
reg   [1:0] msg_in_count;
reg [1:0] clk_data_in_buf;
wire      clk_data_in_posedge;
assign clk_data_in_posedge = clk_data_in_buf[0] & ~clk_data_in_buf[1];
reg rs_enc_clk;
assign clk_data_out = rs_enc_clk;
rs_enc#(N, K) rs_enc(rs_enc_clk, reset, msg_in, data_out);
always @(posedge clk, posedge reset) begin
    if (reset) begin
        msg_in <= 0;
        msg_in_temp <= 0;
        msg_in_count <= 0;
        clk_data_in_buf[0] <= clk_data_in;
        clk_data_in_buf[1] <= clk_data_in_buf[0];
        rs_enc_clk <= 0;
    end else begin
        clk_data_in_buf[0] <= clk_data_in;
        clk_data_in_buf[1] <= clk_data_in_buf[0];
        if (clk_data_in_posedge) begin
            case (msg_in_count)
            2'b00: begin
                msg_in_count <= msg_in_count + 1;
                msg_in_temp[0] <= data_in;
            end
            2'b01: begin
                msg_in_count <= msg_in_count + 1;
                msg_in_temp[1] <= data_in;
            end
            2'b10: begin 
                msg_in_count <= 0;
                msg_in_temp[2] <= data_in;
                msg_in <= {data_in, msg_in_temp[1:0]};
                rs_enc_clk <= 1'b1;
            end
            endcase
        end
        if (msg_in_count == 2'b00) begin
            rs_enc_clk <= 1'b0;
        end
    end
end
endmodule
module rs_enc#(
    parameter N = 7,
    parameter K = 3
)(
    input wire         clk,
    input wire         reset,
    input wire [K-1:0] data_in,
    output reg [N-1:0] data_out
);
wire [N-1:0] msg_enc_in;
genvar i;
generate
for (i = 0; i < K; i = i + 1)
    assign msg_enc_in[N-K+i] = data_in[i];
endgenerate
genvar j;
generate
for (j = 0; j < N-K; j = j + 1)
    assign msg_enc_in[j] = 1'b0;
endgenerate
wire [N-1:0] gen_poly;
assign gen_poly = 7'b0010011;
wire [N-K-1:0] msg_enc_out;
reg [K-1:0] msg_in_buf [K-1:0];
poly_div_pip poly_div(clk, reset, msg_enc_in, gen_poly, msg_enc_out);
always @(posedge clk, posedge reset) begin :da_block
    integer i;
    if (reset) begin
        data_out <= 0;
        for (i = 0; i < K; i = i + 1)
            msg_in_buf[i] <= 0;
    end
    else begin
        msg_in_buf[0] <= msg_enc_in[N-1:N-K];
        for (i = 0; i < K - 1; i = i + 1)
            msg_in_buf[i + 1] <= msg_in_buf[i];
        data_out <= { msg_enc_out, msg_in_buf[K-1] };
    end
end
endmodule
module poly_div(
    input wire       clk,
    input wire       reset,
    input wire [6:0] dividend,
    input wire [6:0] divisor,
    output reg       done,
    output reg [3:0] remainder
);
reg [1:0] count;
reg [6:0] dividend_buf;
reg [6:0] divisor_buf;
always @(posedge clk, posedge reset) begin
    if (reset) begin
        count        <= 0;
        dividend_buf <= 0;
        divisor_buf  <= 0;
        done         <= 0;
        remainder    <= 0;
    end
    else begin
        if (count == 0) begin
            count <= count + 1;
            done <= 0;
            divisor_buf <= divisor;
            if (dividend[6])
                dividend_buf <= dividend ^ (divisor << 2);
            else
                dividend_buf <= dividend;
        end
        else if (count == 1) begin
            count <= count + 1;
            if (dividend_buf[5])
                dividend_buf <= dividend_buf ^ (divisor_buf << 1);
        end
        else if (count == 2) begin
            done  <= 1;
            count <= 0;
            if (dividend_buf[4])
                remainder <= dividend_buf ^ divisor_buf;
            else
                remainder <= dividend_buf;
        end
    end
end
endmodule
module poly_div_pip(
    input wire       clk,
    input wire       reset,
    input wire [6:0] dividend,
    input wire [6:0] divisor,
    output reg [3:0] remainder
);
reg [6:0] dividend_buf [1:0];
reg [6:0] divisor_buf  [1:0];
always @(posedge clk, posedge reset) begin
    if (reset) begin
        dividend_buf[0] <= 0;
        dividend_buf[1] <= 0;
        divisor_buf[0]  <= 0;
        divisor_buf[1]  <= 0;
        remainder    <= 0;
    end
    else begin
        divisor_buf[0] <= divisor;
        if (dividend[6])
            dividend_buf[0] <= dividend ^ (divisor << 2);
        else
            dividend_buf[0] <= dividend;
        divisor_buf[1] <= divisor_buf[0];
        if (dividend_buf[0][5])
            dividend_buf[1] <= dividend_buf[0] ^ (divisor_buf[0] << 1);
        else
            dividend_buf[1] <= dividend_buf[0];
        if (dividend_buf[1][4])
            remainder <= dividend_buf[1] ^ divisor_buf[1];
        else
            remainder <= dividend_buf[1];
    end
end
endmodule
module par_to_ser#(
    parameter N = 7
)(
    input wire         clk,
    input wire         reset,
    input wire         clk_data_in,
    input wire [N-1:0] data_in,
    output reg         clk_data_out,
    output reg         data_out
);
reg [1:0] clk_data_in_buf;
wire      clk_data_in_posedge;
assign clk_data_in_posedge = clk_data_in_buf[0] & ~clk_data_in_buf[1];
reg [N-1:0] data_out_buffer;
reg [$clog2(N):0] data_out_cnt;
always @(posedge clk, posedge reset) begin
    if (reset) begin
        clk_data_in_buf <= 0;
        data_out_buffer <= 0;
        data_out_cnt    <= 0;
        clk_data_out <= 0;
        data_out     <= 0;
    end
    else begin
        clk_data_in_buf[0] <= clk_data_in;
        clk_data_in_buf[1] <= clk_data_in_buf[0];
        if (clk_data_in_posedge) begin
            data_out_buffer <= data_in[N-1:1];
            data_out        <= data_in[0];
            data_out_cnt    <= N-1;
            clk_data_out    <= 1'b1;
        end
        if (clk_data_out) begin
            clk_data_out <= 1'b0;
        end
        else if (data_out_cnt > 0) begin
            data_out_cnt    <= data_out_cnt - 1;
            data_out_buffer <= data_out_buffer[N-1:1];
            data_out        <= data_out_buffer[0];
            clk_data_out    <= 1'b1;
        end
    end
end
endmodule
module rs_enc_validator#(
    parameter DELAY = 3
)(
    input wire  clk,
    input wire  reset,
    output wire clk_data_out
);
reg [$clog2(DELAY)-1:0] counter;
assign clk_data_out = counter == DELAY ? clk : 1'b0;
always @(posedge clk, posedge reset) begin
    if (reset) begin
        counter <= 0;
    end
    else begin
        if (counter < DELAY)
            counter <= counter + 1;
    end
end
endmodule
--- ./run.sh ---
#!/bin/bash
# OpenROAD 26Q1-2900-gdf79404cd8, Yosys 0.63+post, stock flow scripts
make -C /OpenROAD-flow-scripts/flow DESIGN_CONFIG=/design/flow/config.mk WORK_HOME=/design/flow/orfs finish
--- ./config.mk ---
export PLATFORM = sky130hd
export DESIGN_NAME = par_to_ser
export DESIGN_NICKNAME = par_to_ser
export VERILOG_FILES = /design/flow/design.v
export SDC_FILE = /design/flow/constraint.sdc
export NUM_CORES = 4
export LEC_CHECK = 1
export CORE_AREA = 10 10 82 82
export DIE_AREA = 0 0 92 92
--- ./constraint.sdc ---
current_design par_to_ser

set clk_period 2.2
set clk_io_pct 0.2

create_clock -name clk0 -period $clk_period [get_ports {clk}]

set non_clock_inputs [all_inputs -no_clocks]
set_input_delay [expr $clk_period * $clk_io_pct] -clock clk0 $non_clock_inputs
set_output_delay [expr $clk_period * $clk_io_pct] -clock clk0 [all_outputs]
==> deck_impl_summary.md <==
Run Summary

Global routing
  • Largest net degree at the start of global routing: 16
  • Global-route usage over all layers: 3.34%
  • Initial antenna violation count: 0
  • First-pass GRT wire length: 2.32 mm
  • GRT overflow: 0
  • Via count of the first global-routing pass: 488

Critical path
  • Worst reg2reg setup slack: 0.56 ns
  • End of the worst register-to-register path: data_out_buffer[5]$_DFF_PP0_
  • Category of the most critical setup path: reg -> out
  • CP Capture Type: output port
  • Req. time, crit path: 1.76 ns
  • Worst path arrival time: 1.24 ns
  • Delay of the slowest cell on the worst path: 0.53 ns
  • Logic depth of the worst register-to-register path: 5
  • Buf/Inv on CP: 1
  • Sequence of cells on the critical path: clkdlybuf4s50_1
  • Cell family with the largest share of critical-path delay: buffers and inverters
  • Slowest cell on the critical path: clkdlybuf4s50_1
  • Number of cells on the critical path: 1
  • Critical path startpoint category: flop
  • Reg2Reg Launch Point: data_out_cnt[0]$_DFF_PP0_
  • Largest fanout on the critical path: 6

STA
  • Rel. slew slack: 62.0%
  • Final Hold Violation Tally: 0
  • Number of max-slew violations in the final report: 0
  • Min Clock Period, post-route: 1.68 ns
  • Setup TNS: 0 ns
  • Setup clock skew after layout: 0.00235 ns
  • Fmax achieved: 595 MHz
  • Setup violations, final: 0
  • Tcrit/Tclk final: 76.4%
  • RSZ-0062 raised after global routing: false
  • Worst slew pin tran: 0.570 ns

Clocking
  • Number of CTS-inserted buffers: 3
  • Cts-stage hold buffer count: 0
  • Clock-pin slew of the registers on the worst-case setup and hold paths: 0.06 ns
  • Clock Latency Late Sink: 0.24 ns
  • Number of clock sinks seen by CTS: 15
  • Max clock buf depth: 2
  • Number of H-tree branching levels: 1
  • Total setup buffers inserted after CTS: 0
  • Cell resize tally after clock tree synthesis: 0
  • CTS tree: built
  • Clock root buffer master: clkbuf_8

Synthesis
  • Average instance area after synthesis: 13.8 um2
  • Largest cells by area after synthesis: dfrtp_1 (51%), mux2_4 (14%), mux2_2 (11%)
  • Share of flip-flops with an asynchronous set or reset: 100%
  • Dominant synthesized flop cell: dfrtp_1
  • Area leader share: 51.5%
  • Cell type with the highest aggregate area in the netlist: dfrtp_1
  • Fraction of the yosys area taken by sequential cells: 51.5%
  • Yosys stat cell total: 53
  • Post-synth EDFFs: 0
  • Gate count of the mapped netlist: 53
  • Synthesized cell area: 729 um2
  • Synth cell types: 18
  • Most popular library cell in the synthesized design by count: dfrtp_1
  • Cell types with the highest counts after synthesis: dfrtp_1 (15), mux2_2 (7), mux2_4 (7), inv_1 (4)
  • Yosys warning tally: 1
  • Flops out of synthesis: 15
  • YS chip area: 729 um2

Die
  • Die boundary width: 92 um
  • Floorplan row count: 26
  • Die H: 92 um
  • Floorplan Core Area: 0.00507 mm2
  • I/O pin cnt: 12
  • Pre-Place Util: 14.4%
  • Die area: 0.00846 mm2

Drt
  • Post-detailed-routing wire length: 1.36 mm
  • Average wire per cell in the routed design: 9.92 um
  • Via-per-instance ratio: 3.38
  • Post-route antenna net violation count: 0
  • ANT cells: 0
  • Router iterations before antenna repair: 4
  • DRC: 0
  • Number of vias after detailed routing: 463
  • Number of DRC violations after detailed-routing iteration 0: 21

Final layout
  • Final instance area: 961 um2
  • Layout cell share with drive strength beyond 1: 31.3%
  • Area growth from synthesis to layout: 31.7%

Pwr
  • Worst-case vdd ir drop: 0.359 mV
  • Static Leakage: 0.416 nW
  • Power density of the placed cells: 1160 mW/mm2

Worst hold path
  • Worst Hold Endpoint: clk_data_in_buf[1]$_DFF_PP0_
  • Worst hold path stage count: 0
  • Type of the worst min-delay path: reg -> reg
  • Min-delay src: clk_data_in_buf[0]$_DFF_PP0_

Run
  • OpenROAD warning count: 25
  • Max-capacitance violation count: 0

Placed design
  • Tally of buffers added on design ports: 11
  • Placed Area: 916 um2
  • DPL Wire Length: 1.04 mm
  • RD Place Congestion: 0.718

Run status
  • Status: completed
==> logic make-up after synthesis <==
logic type	after synthesis	share of synthesized area, %
buffers and inverters	5	3.60
adder cells (fa/ha/maj)	1	1.71
XOR/XNOR	1	1.20
flip-flops	15	51.5
multiplexers	16	28.0
AND/OR/NAND/NOR	10	9.78
AND-OR/OR-AND	5	4.29
==> sequential cells by signal (all words and copies together) (netlist names) <==
signal,count
clk_data_out,1
data_out,1
data_out_buffer,7
data_out_cnt,4
clk_data_in_buf,2
==> cell usage in the layout (no fill, tap or decap) <==
cell type        instances
dfrtp_1                 15
a22oi_1                  1
nor3b_2                  1
nor2_4                   1
nor2_1                   3
mux2_2                   7
ha_1                     1
a22o_1                   1
or2b_2                   1
mux2_4                   7
a21oi_1                  3
xnor2_1                  1
nor2b_4                  1
inv_1                    4
nand2_1                  2
mux2i_1                  2
nor4_1                   1
clkbuf_1                 1
clkdlybuf4s50_1         11
clkbuf_8                 3
==> report_power, final <==
| part | internal (mW) | total [mW] | switching (mW) |
|---|---|---|---|
| sequential | 0.380 | 0.467 | 0.0869 |
| clock | 0.128 | 0.213 | 0.0849 |
| combinational | 0.272 | 0.434 | 0.162 |
| total | 0.779 | 1.11 | 0.334 |
==> worst max-delay path by stage <==
stage                 startpoint  slack [ns]      endpoint
4_1_cts   clk_data_out$_DFF_PP0_        0.50  clk_data_out
6_report  clk_data_out$_DFF_PP0_        0.52  clk_data_out
5_1_grt   clk_data_out$_DFF_PP0_        0.47  clk_data_out
==> metal layers <==
metal / global-route usage [%] / wire length (um) / up-vias
met5: 0 / 0 / -
met4: 0 / 0 / 0
met3: 1.89 / 120 / 0
met2: 4.94 / 592 / 18
met1: 4.44 / 646 / 231
li1: - / - / 214
==> area by class of cell <==
type	instances	area, um2
inverter	4	15.0
sequential	15	375
timing repair buffer	11	110
multi-input combinational	33	328
clock buffer	4	45.0
fill	565	4110
tap	70	87.6
==> stage by stage <==
step | instances | setup slack (ns) | utilization [%] | total power, mW | hold WS, ns
2_1_floorplan | 53 | 0.725 | - | 0.778 | 0.341
3_3_place_gp | 133 | 0.648 | 18.0 | 0.874 | 0.383
3_5_place_dp | 133 | 0.571 | 18.0 | 0.904 | 0.385
4_1_cts | 137 | 0.498 | 18.9 | 1.13 | 0.398
5_1_grt | 137 | 0.473 | 18.9 | 1.19 | 0.422
6_report | 137 | 0.519 | 18.9 | 1.11 | 0.398
Power is estimated from default activity; no workload was simulated.
