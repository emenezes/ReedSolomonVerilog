===== /design/flow/config.mk =====
export PLATFORM = sky130hd
export DESIGN_NAME = PISO
export DESIGN_NICKNAME = PISO
export VERILOG_FILES = /design/flow/design.v
export SDC_FILE = /design/flow/constraint.sdc
export NUM_CORES = 4
export LEC_CHECK = 1
export CORE_AREA = 10 10 79 79
export DIE_AREA = 0 0 89 89

===== /design/flow/constraint.sdc =====
current_design PISO

set clk_period 2.0
set clk_io_pct 0.2

create_clock -name clk0 -period $clk_period [get_ports {clk}]

set non_clock_inputs [all_inputs -no_clocks]
set_input_delay [expr $clk_period * $clk_io_pct] -clock clk0 $non_clock_inputs
set_output_delay [expr $clk_period * $clk_io_pct] -clock clk0 [all_outputs]

===== /design/flow/design.v =====
module PISO #(
    parameter N = 7
)(
    input              clk,
    input              rst,
    input  [N-1:0]     data_in,
    input              data_valid,
    output             serial_out,
    output             clk_out,
    output reg         done          
);
    reg [N-1:0] shift_reg = 0;
    reg [N-1:0] shift_reg_temp = 0;
    reg data_valid_temp = 0;
    reg [$clog2(N):0] bit_cnt = 0;
    reg busy = 0;
    always @(negedge clk or posedge rst) begin
        if (rst) begin
            shift_reg <= 0;
            shift_reg_temp <= 0;
            data_valid_temp <= 0;
            bit_cnt <= 0;
            busy <= 0;
            done <= 0;
        end else begin
            done <= 0;   
            if (!clk) begin
                if (data_valid_temp) begin
                    data_valid_temp <= 0;
                    shift_reg <= shift_reg_temp;
                    busy <= 1;
                    bit_cnt <= 0;
                end else if (data_valid) begin
                    shift_reg <= data_in;
                    shift_reg_temp <= data_in;
                    busy <= 1;
                    bit_cnt <= 0;
                end else if (busy) begin
                    if (bit_cnt == N-1) begin
                        busy <= 0;
                        bit_cnt <= 0;
                        done <= 1;   
                    end else begin
                        bit_cnt <= bit_cnt + 1;
                        shift_reg <= {shift_reg[N-2:0], 1'b0};
                    end
                end
            end else begin
                if (data_valid) begin
                    data_valid_temp <= 1;
                    shift_reg_temp <= data_in;
                end
            end
        end
    end
    assign serial_out = shift_reg[N-1];
    assign clk_out = clk && busy;
endmodule

===== /design/flow/run.sh =====
#!/bin/bash
# OpenROAD 26Q1-2900-gdf79404cd8, Yosys 0.63+post, stock flow scripts
make -C /OpenROAD-flow-scripts/flow DESIGN_CONFIG=/design/flow/config.mk WORK_HOME=/design/flow/orfs finish

==> Changelog: implementation <==
### Implementation results

- Status: finished with violations
- Failing checks: setup timing
- Setup WS post-layout: -0.389 ns
- Worst-margin pin slew: 0.338 ns
- Clk pwr share: about half
- Maximum VDD drop: around 0.39 mV
- Kind of start point of the critical path: flip-flop
- Hold buffers post-CTS: 0
- Initial antenna violation count: 0
- Clock latency (worst-skew pair): ~0.37 ns
- Comb power frac: between 10% and 20%
- Iteration tally of the first detailed-router pass: 4
- Hold Vio Cnt, Final: 0
- I/O pins: 13
- Max transition margin: about 77%
- Sw frac: a little over a fifth
- Synthesized area: 647 um2
- Crit path DRT: about 1.6 ns
- Final setup fails: 4
- Clk_skew: ~0.0012 ns
- Syn Area/Cell: 9.24 um2
- CTS tree: yes
- DRC violations left: 0
- Synth-to-Final Area Change: 48.4%
- RePlAce Congestion: about 0.77
- Overflow after GRT: 0
- Syn Inst Count: roughly 70
- Final wirelength: approximately 1600 um
- Internal: 0.630 mW
- Leak: 0.393 nW
- First-pass GRT wire length: around 2700 um
- Vias after detailed routing: 584
- Tightest hold margin: roughly 0.52 ns
- Synthesis area per yosys: 647 um2
- Max-cap violations: 0
- Post-DP HPWL: around 1100 um
- Routed vias/inst: 3.97
- Worst Hold Depth: 2
- Largest net degree at the start of global routing: 14
- Seq pwr share: around 38%
- Die area: ~7900 um2
- Post-DRT Antenna Nets: 0
- Max reg flops: 7
- Fin util: slightly above 20%
- YS warnings: 1
- Die extent in y: ~90 um
- Layout cells sized above 1: 18.3%
- Worst Path Class, Setup: reg2out
- Crit path DAT: between 1.5 and 2 ns
- FP Rows: 25
- Clock-pin slew of the registers on the worst-case setup and hold paths: 0.04 ns
- Worst-path fanout max: 2
- Core Box Area: 4660 um2
- WL per Instance: ~11 um
- Starting DRT DRC Count: 22
- Count of input and output buffers: 12
- Psw: 0.170 mW
- CP endpoint kind: output port
- Sequential fraction of the synthesis area: 50.3%
- R2R cell count: 4
- Die Width: about 89 um
- Fp_density: 13.9%
- Synthesized registers: 13
- GRT Overall Usage: under 10%
- Vias in the first global route: 594
- Hold Crit Class: reg2reg
- Ant diodes: 0
- Fin. max-slew vios: 0
- Cell Type Count: 21
- Pwr/cell area: 833 nW/um2
- RSZ-0062 raised after global routing: yes
- Yosys Instances: 70
- Log Warnings: 31
==> power by group through the flow <==
stage / clock network [mW] / registers [mW] / logic [mW]
4_1_cts: 0.430 / 0.299 / 0.0939
5_1_grt: 0.446 / 0.303 / 0.103
6_report: 0.408 / 0.300 / 0.0920
==> what timing repair did <==
| item | 4_1_cts | 5_1_grt |
|---|---|---|
| resized | 12 | 0 |
| pin swaps | 1 | 1 |
| endpoints found under the setup margin | 6 | 4 |
| cloned | 1 | 0 |
| buffers inserted | 2 | 0 |
==> layout by cell type (no fill, tap or decap), drive strengths merged <==
cell            n
dfrtn          13
a21oi          11
buf            11
clkdlybuf4s50   8
o21ai           8
clkbuf          7
a31oi           6
nor2b           6
nand2           5
inv             3
nor3            2
or3             2
ha              2
nand2b          1
clkinv          1
and3b           1
nand3b          1
and2            1
a21o            1
nand4           1
nand3           1
dlygate4sd2     1
==> kinds of logic after synthesis <==
family	synth area share, %
DFF	50.3
and+or+nand+nor	18.4
buffers and inverters	5.80
adders and majority gates	3.87
AOI/OAI and AO/OA	21.7
==> path summary, 6_finish.rpt <==
path,slack (ns),start,endpoint
worst max-delay path,-0.39,busy,clk_out
worst min-delay path,0.52,shift_reg[3],shift_reg[3]
worst max register to register,0.53,bit_cnt[1],shift_reg[1]
worst min register to register,0.52,shift_reg[3],shift_reg[3]
max in group asynchronous,0.62,rst,busy
min in group asynchronous,1.23,rst,done
==> Yosys cell counts, drive strengths merged <==
library cell	instances	area, um2
buf	1	11.3
inv	3	11.3
dfrtn	13	325
nand2	5	18.8
o21ai	8	40.0
and2	1	6.26
a31oi	6	37.5
nand4	1	6.26
clkbuf	3	11.3
a21oi	11	55.1
ha	2	25.0
nor2b	6	37.5
nand2b	1	6.26
or3	2	12.5
a21o	1	7.51
nor3	2	10.0
nand3b	1	7.51
clkinv	1	3.75
nand3	1	5.00
and3b	1	8.76
==> worst max-delay path: stages, from the launching register on <==
cell and delay, ns:
dfrtn_1 0.41, and2_1 0.12, buf_2 0.09
==> metal layers <==
metal	global-route usage [%]	routed length (um)	vias to the layer above
li1	-	-	293
met5	0	0	-
met3	2.48	115	3
met4	1.30	12	0
met2	5.39	630	16
met1	6.08	852	272
==> area by class of cell <==
type / count / area (um2)
Timing Repair Buffer: 19 / 176
Multi-Input combinational cell: 49 / 284
Clock buffer: 8 / 91.3
Sequential cell: 13 / 325
Fill cell: 494 / 3700
Tap cell: 54 / 67.6
Inverter: 4 / 15.0
==> through the flow <==
step	instances	setup WS [ns]	power (mW)	TNS (ns)	cell area (um2)
2_1_floorplan	70	-0.0836	0.358	-0.0836	657
3_3_place_gp	137	-0.411	0.437	-5.06	862
3_5_place_dp	137	-0.414	0.437	-5.07	862
4_1_cts	147	-0.409	0.823	-0.961	960
5_1_grt	147	-0.446	0.852	-1.08	960
6_report	147	-0.389	0.799	-0.902	960
Power is estimated from default activity; no workload was simulated.
